==> design/flow/design.v <==
module counter_8bit (clear, clock, load, start_stop, count, data);
input [7:0] data;
output [7:0] count;
input start_stop;
input load;
input clock;
input clear;
counter low_nibble (clear, clock, load, start_stop, count[3:0], data[3:0]);
counter high_nibble (clear, clock, load, start_stop & (&count[3:0]), count[7:4], data[7:4]);
endmodule
module counter (clear, clock, load, start_stop, count, data);
  input [6:0] data;
  output [6:0] count;
  input start_stop;
  input load;
  input clock;
  input clear;
  reg [6:0] count;
  always @(posedge clock or posedge clear)
   if (clear) count <= 0;
    else if (load) count <= data;
              else if (start_stop) count <= count + 1;
endmodule
==> design/flow/run.sh <==
#!/bin/bash
# OpenROAD 26Q1-2900-gdf79404cd8, Yosys 0.63+post, stock flow scripts
make -C /OpenROAD-flow-scripts/flow DESIGN_CONFIG=/design/flow/config.mk WORK_HOME=/design/flow/orfs finish
==> design/flow/config.mk <==
export PLATFORM = sky130hd
export DESIGN_NAME = counter_8bit
export DESIGN_NICKNAME = counter_8bit
export VERILOG_FILES = /design/flow/design.v
export SDC_FILE = /design/flow/constraint.sdc
export NUM_CORES = 4
export LEC_CHECK = 1
export CORE_AREA = 10 10 70 70
export DIE_AREA = 0 0 80 80
==> design/flow/constraint.sdc <==
current_design counter_8bit

set clk_period 1.7
set clk_io_pct 0.2

create_clock -name clk0 -period $clk_period [get_ports {clock}]

set non_clock_inputs [all_inputs -no_clocks]
set_input_delay [expr $clk_period * $clk_io_pct] -clock clk0 $non_clock_inputs
set_output_delay [expr $clk_period * $clk_io_pct] -clock clk0 [all_outputs]
==> results.sh <==
# source this file to load flow results
export IMPL_crit_family="buffers and inverters"
export IMPL_fillCellCount=378
export IMPL_p_total_mw=0.506
export IMPL_top_area_cell="dfrtp_1"
export IMPL_cts_sinks=8
export IMPL_finalWirelength_mm=1.20
export IMPL_rows=21
export IMPL_path_clk_slew_ns=0.05
export IMPL_chipArea_sq_um=6400
export IMPL_clock_skew_ns=0.00469
export IMPL_maxSlewViolCount=0
export IMPL_p_int_mw=0.382
export IMPL_cts_tree="built"
export IMPL_r2r_end="high_nibble.count[3]"
export IMPL_cp_num_cells=1
export IMPL_drt_iter0_drc=8
export IMPL_route_detailed_drc=0
export IMPL_synthDistinctLibCells=15
export IMPL_avgSynthCellArea_sq_um=10.0
export IMPL_vias=394
export IMPL_fp_utilization_pct=12.9
export IMPL_synthCells=44
export IMPL_ys_flops=8
export IMPL_wl_per_cell_um=10.5
export IMPL_grt_busiest_layer="met2"
export IMPL_worstSetupEndpoint="count[2]"
export IMPL_cp_arrival_ns=1.18
export IMPL_post_cts_resized=0
export IMPL_hold_path_class="input pin to async pin"
export IMPL_worst_ep_required_time_ns=1.36
export IMPL_power_frac_clock_pct=26.9
export IMPL_leakagePower_nw=0.296
export IMPL_root_buffer="clkbuf_4"
export IMPL_critPathLaunchType="register"
export IMPL_grt_start_max_net_pins=16
export IMPL_worst_r2r_path_depth=4
export IMPL_die_x_um=80
export IMPL_end_kind="output pin"
export IMPL_ff_type="dfrtp_1"
export IMPL_power_switching_mw=0.124
export IMPL_critPathBufInv=1
export IMPL_hold_violations=0
export IMPL_yosys_warnings=5
export IMPL_grt_first_pass_wirelength_mm=1.93
export IMPL_core_sq_um=3420
export IMPL_grtUsageTotal_pct=3.94
export IMPL_setup_violations=0
export IMPL_gr_total_overflow=0
export IMPL_antenna_cells=0
export IMPL_antenna_found_initial=0
export IMPL_hpwl_mm=1.05
export IMPL_setup_tns_ns=0
export IMPL_area_leaders="dfrtp_1 45%, o21ai_0 7.9%, nand2_1 6.8%, ha_1 5.7%, nand4_4 4.8%"
export IMPL_grt_met2_usage_pct=6.58
export IMPL_rsz0062_at_grt="false"
export IMPL_cp_max_fo=4
export IMPL_critPathLaunch="low_nibble.count[2]"
export IMPL_io_pins=20
export IMPL_grt_util_met1_pct=4.27
export IMPL_clock_latency_ns=0.25
export IMPL_critical_path_slowest_cell="clkdlybuf4s50_1"
export IMPL_period_needed_ns=1.52
export IMPL_crit_chain="clkdlybuf4s50_1"
export IMPL_finalClockPeriodUsage_pct=89.7
export IMPL_cts_made_buffers=3
export IMPL_crit_type="register to output pin"
export IMPL_via_per_inst=3.46
export IMPL_yosys_area_top_type_share_pct=45.3
export IMPL_gp_congestion=0.676
export IMPL_drv_cap=0
export IMPL_syn_cell_area_sq_um=442
export IMPL_top_cells_by_count="8 x dfrtp_1, 8 x nand2_1, 7 x o21ai_0, 3 x nand3_1"
export IMPL_drtPass1Iterations=3
export IMPL_die_y_um=80
export IMPL_clockBufferDepth=2
export IMPL_io_buffer_count=19
export IMPL_ant_nets=0
export IMPL_postCtsHoldBufs=0
export IMPL_worst_pin_slew_ns=0.299
export IMPL_synthArstFlopShare_pct=100
export IMPL_r2r_start="low_nibble.count[0]"
export IMPL_edf_count=0
export IMPL_synth_chip_area_sq_um=442
export IMPL_ys_cells=44
export IMPL_pwr_share_comb_pct=25.7
export IMPL_relSlewSlack_pct=80.1
export IMPL_cp_slowest_stage_delay_ns=0.50
export IMPL_ys_seq_share_pct=45.3
export IMPL_outcome="finished, final reports clean"
export IMPL_h_tree_depth=1
export IMPL_max_freq_ghz=0.656
export IMPL_max_vdd_ir_drop_v=0.000230
export IMPL_powerDensity_nw_per_um2=696
export IMPL_cts_setup_buffers=0
export IMPL_timing_hold_ws_ns=0.345
export IMPL_pwr_share_seq_pct=47.4
export IMPL_grt_pass1_vias=430
export IMPL_swShare_pct=24.4
export IMPL_warnings=25
export IMPL_reg2reg_slack_ns=0.34
export IMPL_use_met3_pct=2.50
export IMPL_drive_gt1_share_pct=11.8
export IMPL_synthToLayoutAreaGrowth_pct=64.6
## stage by stage
| step | util (%) | worst slack, ns | instances | area [sq um] |
|---|---|---|---|---|
| 2_1_floorplan | - | 0.381 | 44 | 442 |
| 3_3_place_gp | 20.6 | 0.0700 | 111 | 704 |
| 3_5_place_dp | 20.6 | 0.0454 | 111 | 704 |
| 4_1_cts | 21.3 | 0.152 | 114 | 727 |
| 5_1_grt | 21.3 | 0.106 | 114 | 727 |
| 6_report | 21.3 | 0.175 | 114 | 727 |
## area by class of cell
type / count / area [sq um] / area share [%]
multi-input cells: 33 / 226 / 31.2
repair buffers: 22 / 213 / 29.3
flip-flops and latches: 8 / 200 / 27.5
well taps: 46 / 57.6 / 7.92
clock buffers: 3 / 22.5 / 3.10
inverters: 2 / 7.51 / 1.03
## worst min path at each step
stage	start	end	slack [ns]	cells past startpoint
CTS	clear	low_nibble.count[3]	0.35	2
global route	clear	low_nibble.count[3]	0.36	2
finish	clear	high_nibble.count[3]	0.35	2
## sequential cells by signal, summed over array words and instances (netlist names)
signal,cells
low_nibble.count,4
high_nibble.count,4
## power by group through the flow
stage     clock, mW  sequential (mW)  combinational [mW]
4_1_cts       0.144            0.240               0.135
6_report      0.136            0.240               0.130
5_1_grt       0.154            0.244               0.147
## cells in the final DEF, fill, tap and decap left out
cell | netlist | routed
nand2_1 | 8 | 8
ha_1 | 2 | 2
mux2_2 | 1 | 1
o21ai_0 | 7 | 7
xnor2_1 | 2 | 2
buf_4 | 1 | 3
nand3_1 | 3 | 3
nand4_4 | 1 | 1
mux2i_1 | 2 | 2
or4_1 | 2 | 2
xor2_1 | 2 | 2
clkbuf_4 | 0 | 3
nor2b_1 | 2 | 2
inv_1 | 2 | 2
clkdlybuf4s50_1 | 0 | 19
dfrtp_1 | 8 | 8
nand4_1 | 1 | 1
## cells by family (layout without fill, tap and decap cells)
family / Yosys count / after routing / synth area share [%]
muxes: 3 / 3 / 7.08
and+or+nand+nor: 17 / 17 / 22.7
AOI/OAI and AO/OA: 7 / 7 / 7.93
adders and majority gates: 2 / 2 / 5.66
DFF: 8 / 8 / 45.3
buffers and inverters: 3 / 27 / 3.40
xor gates and xnor gates: 4 / 4 / 7.93
## layer usage
layer	share of wire [%]	vias to the layer above
met3	8.4	2
li1	-	201
met1	41	179
met2	50	12
met5	0	-
met4	0.75	0
Power figures rest on the tool's default switching activity, not on a simulated workload.
