===== flow/design.v =====
module bin_2_7 (x, s);
  input  [3:0] x;
  output [6:0] s;
  assign s = (x == 4'd0 ) ? 7'b1111110 :
             (x == 4'd1 ) ? 7'b0110000 :
             (x == 4'd2 ) ? 7'b1101101 :
             (x == 4'd3 ) ? 7'b1111001 :
             (x == 4'd4 ) ? 7'b0110011 :
             (x == 4'd5 ) ? 7'b1011011 :
             (x == 4'd6 ) ? 7'b1011111 :
             (x == 4'd7 ) ? 7'b1110010 :
             (x == 4'd8 ) ? 7'b1111111 :
             (x == 4'd9 ) ? 7'b1111011 :
             (x == 4'd10) ? 7'b1110111 :
             (x == 4'd11) ? 7'b0011111 :
             (x == 4'd12) ? 7'b1001110 :
             (x == 4'd13) ? 7'b0111101 :
             (x == 4'd14) ? 7'b1001111 : 7'b1000111 ;
endmodule

===== flow/run.sh =====
#!/bin/bash
# OpenROAD 26Q1-2900-gdf79404cd8, Yosys 0.63+post, stock flow scripts
make -C /OpenROAD-flow-scripts/flow DESIGN_CONFIG=/design/flow/config.mk WORK_HOME=/design/flow/orfs finish

===== flow/config.mk =====
export PLATFORM = sky130hd
export DESIGN_NAME = bin_2_7
export DESIGN_NICKNAME = bin_2_7
export VERILOG_FILES = /design/flow/design.v
export SDC_FILE = /design/flow/constraint.sdc
export NUM_CORES = 4
export LEC_CHECK = 1
export CORE_AREA = 10 10 70 70
export DIE_AREA = 0 0 80 80

===== flow/constraint.sdc =====
current_design bin_2_7

set clk_period 1.0
set clk_io_pct 0.2

create_clock -name clk0 -period $clk_period

set non_clock_inputs [all_inputs -no_clocks]
set_input_delay [expr $clk_period * $clk_io_pct] -clock clk0 $non_clock_inputs
set_output_delay [expr $clk_period * $clk_io_pct] -clock clk0 [all_outputs]

==> ci_impl_report.md <==
### Yosys + OpenROAD results

| Metric | Value |
|---|---|
| Core box area | 3416 µm² |
| Tool Warnings | 34 |
| Vias | 308 |
| FP Util | between 6 and 7% |
| Syn-to-layout area delta | 143.2% |
| Hold path startpoint | x[3] |
| Total grt overflow | 0 |
| Part of the cycle the worst path needs | 117.7% |
| P_leak | 0.2446 nW |
| Unrepaired setup endpoints after global routing | yes |
| IO buf count | 11 |
| Final slew viol count | 0 |
| CP required | 0.80 ns |
| Status | finished, violations left |
| Final setup viols | 7 |
| Clock buffers | 0 |
| CP Capture Type | output port |
| Max Clock Freq | 849.4 MHz |
| Worst slack, placed | -0.9674 ns |
| DRT Pass-1 Iters | 2 |
| Total GRT Usage | 2.403% |
| Yosys cell count | 33 |
| Die width | around 80 µm |
| Setup crit start kind | input pin |
| Routability cong. | 0.7850 |
| Placed Cells | 94 |
| Antenna Nets Post-Route | 0 |
| Worst Hold Class | in -> out |
| Largest net degree at the start of global routing | 7 |
| Cell Type Count | 21 |
| Die Y | ~80 µm |
| Antenna Cells | 0 |
| Die Area | roughly 6400 µm² |
| Violated checks | setup timing |
| CP Max Fanout | 4 |
| Synth Instances | 33 |
| DR vias/cell | 2.990 |
| Synth Area per Inst | 7.014 µm² |
| Detailed Place HPWL | 594.2 µm |
| Fin cells | a little over 100 |
| Peak VDD IR | 69.94 µV |
| Critical path data arrival time | 0.98 ns |
| Number of max-cap violations | 0 |
| Yosys synthesis chip area | 231.5 µm² |
| Crit Path Category | in -> out |
| Post-synthesis sequential area ratio | 0% |
| Initial antenna violation count | 0 |
| Synth warn | 0 |
| WL/cell | roughly 8 µm |
| First DRT Iteration DRCs | 9 |
| PD cells | around 390 nW/µm² |
| Final Critical Period | 1.177 ns |
| Row Count | 21 |
| Post-Syn Area | between 200 and 250 µm² |
| Vias in the first global route | around 300 |
| Routed WL | 848 µm |
| Crit path from | x[3] |
| Io pins | 11 |
| First-pass GRT wire length | 1.317 mm |
| Fin. Hold Viols | 0 |
| Setup ws final | -0.1773 ns |
| Share of layout cells above drive strength 1 | 78.95% |
| DRC errors left | 0 |
| Register area | 0 µm² |
| Relative slew slack | 84.58% |
| Flop count | 0 |
| Final setup TNS | -1.003 ns |
| Slew @ Worst Pin | 0.2304 ns |
## worst paths after layout
| check | to | slack (ns) | cells after the start |
|---|---|---|---|
| worst max-delay path | s[4] | -0.18 | 6 |
| worst min-delay path | s[2] | 0.76 | 4 |
## synthesized netlist by cell type (all sizes together)
cell type | count | area [µm²]
a21oi | 5 | 25.02
o21ai | 4 | 23.77
buf | 3 | 30.03
nand2 | 3 | 11.26
nand2b | 3 | 21.27
nor3 | 3 | 20.02
inv | 2 | 7.500
mux2i | 2 | 20.02
nor2 | 2 | 7.510
a211oi | 1 | 12.51
and4 | 1 | 8.760
clkbuf | 1 | 13.76
o22ai | 1 | 12.51
or2 | 1 | 8.760
xor2 | 1 | 8.760
## metrics by stage
step                cell area (µm²)  power (mW)  hold WS (ns)  util [%]
floorplan                     231.5     0.08102        0.5747         -
global placement              415.4      0.1619         1.509     12.16
detailed placement            415.4      0.1632         1.513     12.16
CTS                           496.7      0.1922        0.7485     14.54
global route                  563.0      0.2407        0.7817     16.48
finish                        563.0      0.2205        0.7595     16.48
## cells in the final DEF, fill, tap and decap left out
cell type,instances
nor2_1,2
nor3_2,1
mux2i_1,2
nor3_4,1
buf_4,6
and4_1,1
o21ai_2,2
a21oi_1,1
a21oi_2,4
o22ai_2,1
buf_2,9
or2_4,1
inv_1,1
o21ai_1,2
a211oi_2,1
buf_12,2
inv_2,1
nand2_1,2
nand2b_4,3
nand2_2,1
buf_8,1
nor3_1,1
buf_6,10
xor2_2,1
## kinds of logic (layout without fill, tap and decap cells)
family | count (synthesis) | after routing | synth area share (%)
compound gates | 11 | 11 | 31.89
xor+xnor | 1 | 1 | 3.784
buf+inv | 6 | 30 | 22.16
mux | 2 | 2 | 8.649
simple gates | 13 | 13 | 33.52
## routing by layer
metal | global-route usage [%] | wire length, µm
met4 | 0 | 0
met2 | 4.093 | 397
met5 | 0 | 0
met1 | 2.906 | 343
met3 | 1.023 | 106
## cell type report
| type | instances | area, µm² |
|---|---|---|
| multi-input cells | 27 | 240.2 |
| fillers | 387 | 2853 |
| inverters | 2 | 7.507 |
| repair buffers | 28 | 257.7 |
| well taps | 46 | 57.56 |
## power breakdown
group	internal (mW)	switching [mW]	leakage (nW)
logic	0.134	0.0864	0.245
registers	0	0	0
clock network	0	0	0
total	0.134	0.0864	0.245
## critical path: stages
cell and delay [ns]:
buf_12 0.11, buf_6 0.11, or2_4 0.26, o21ai_2 0.13
a21oi_2 0.06, buf_2 0.11
## timing repair
action / CTS / global route
setup endpoints to repair: 7 / 7
hold endpoints to repair: 0 / 0
setup buffers: 5 / 3
gates resized: 61 / 7
cloned: 1 / 0
hold buffers: 0 / 0
pin swaps: 8 / 7
Power figures rest on the tool's default switching activity, not on a simulated workload.
